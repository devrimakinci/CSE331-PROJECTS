### design/flow/design.v
module adderFiveBits(sum,carryOut,A,B,carryIn); 
input [4:0] A,B;  
input carryIn;  
output [4:0] sum;  
output carryOut;  
wire [4:0] A,B,sum;
wire carryIn,carryOut;
wire C1,C2,C3,C4;  
fullAdder FA0(sum[0],C1,A[0],B[0],carryIn);
fullAdder FA1(sum[1],C2,A[1],B[1],C1);
fullAdder FA2(sum[2],C3,A[2],B[2],C2);
fullAdder FA3(sum[3],C4,A[3],B[3],C3);
fullAdder FA4(sum[4],carryOut,A[4],B[4],C4);
endmodule
module andFiveBits(out,A,B); 
input [4:0] A,B; 
output [4:0] out; 
wire [4:0] A,B,out;
and and0(out[0],A[0],B[0]);
and and1(out[1],A[1],B[1]);
and and2(out[2],A[2],B[2]);
and and3(out[3],A[3],B[3]);
and and4(out[4],A[4],B[4]);
endmodule
module fullAdder (sum,carryOut,A,B,carryIn);  
input A,B,carryIn;  
output sum,carryOut;  
wire A,B,carryIn,sum,carryOut;
wire tempSum,tempCarryOut1,tempCarryOut2;
halfAdder calculateSum1 (tempSum,tempCarryOut1,A,B);
halfAdder calculateSum2 (sum,tempCarryOut2,tempSum,carryIn);
or calculateCarry (carryOut,tempCarryOut1,tempCarryOut2);
endmodule
module halfAdder (sum,carryOut,A,B);  
input A,B;  
output sum,carryOut;  
wire A,B,sum,carryOut;
xor calculateSum (sum,A,B);  
and calculateCarryOut (carryOut,A,B);  
endmodule
module likeALU(out,Inp_A,Inp_B,select); 
input [4:0] Inp_A,Inp_B;  
input [1:0] select;  
output [4:0] out;  
wire [4:0] Inp_A,Inp_B,out;
wire [1:0] select;
wire [4:0] andOutput,orOutput,xorOutput,adderOuput;
wire [19:0] tempOut;  
wire carryIn,carryOut,notselect0,notselect1;
assign carryIn = 0;  
andFiveBits inp0(andOutput,Inp_A,Inp_B);  
adderFiveBits inp1(adderOuput,carryOut,Inp_A,Inp_B,carryIn); 
orFiveBits inp2(orOutput,Inp_A,Inp_B); 
xorFiveBits inp3(xorOutput,Inp_A,Inp_B); 
not n1(notselect0,select[0]);  
not n2(notselect1,select[1]);  
and and1(tempOut[0],notselect0,notselect1,andOutput[0]);
and and2(tempOut[1],select[0],notselect1,adderOuput[0]);
and and3(tempOut[2],notselect0,select[1],orOutput[0]);
and and4(tempOut[3],select[0],select[1],xorOutput[0]);
and and5(tempOut[4],notselect0,notselect1,andOutput[1]);
and and6(tempOut[5],select[0],notselect1,adderOuput[1]);
and and7(tempOut[6],notselect0,select[1],orOutput[1]);
and and8(tempOut[7],select[0],select[1],xorOutput[1]);
and and9(tempOut[8],notselect0,notselect1,andOutput[2]);
and and10(tempOut[9],select[0],notselect1,adderOuput[2]);
and and11(tempOut[10],notselect0,select[1],orOutput[2]);
and and12(tempOut[11],select[0],select[1],xorOutput[2]);
and and13(tempOut[12],notselect0,notselect1,andOutput[3]);
and and14(tempOut[13],select[0],notselect1,adderOuput[3]);
and and15(tempOut[14],notselect0,select[1],orOutput[3]);
and and16(tempOut[15],select[0],select[1],xorOutput[3]);
and and17(tempOut[16],notselect0,notselect1,andOutput[4]);
and and18(tempOut[17],select[0],notselect1,adderOuput[4]);
and and19(tempOut[18],notselect0,select[1],orOutput[4]);
and and20(tempOut[19],select[0],select[1],xorOutput[4]);
or or1(out[0],tempOut[0],tempOut[1],tempOut[2],tempOut[3]);
or or2(out[1],tempOut[4],tempOut[5],tempOut[6],tempOut[7]);
or or3(out[2],tempOut[8],tempOut[9],tempOut[10],tempOut[11]);
or or4(out[3],tempOut[12],tempOut[13],tempOut[14],tempOut[15]);
or or5(out[4],tempOut[16],tempOut[17],tempOut[18],tempOut[19]);
endmodule
module orFiveBits(out,A,B);  
input [4:0] A,B;  
output [4:0] out;  
wire [4:0] A,B,out;
or or0(out[0],A[0],B[0]);
or or1(out[1],A[1],B[1]);
or or2(out[2],A[2],B[2]);
or or3(out[3],A[3],B[3]);
or or4(out[4],A[4],B[4]);
endmodule
module xorFiveBits(out,A,B); 
input [4:0] A,B;  
output [4:0] out;  
wire [4:0] A,B,out;
xor xor0(out[0],A[0],B[0]);
xor xor1(out[1],A[1],B[1]);
xor xor2(out[2],A[2],B[2]);
xor xor3(out[3],A[3],B[3]);
xor xor4(out[4],A[4],B[4]);
endmodule
### design/flow/run.sh
#!/bin/bash
# OpenROAD 26Q1-2900-gdf79404cd8, Yosys 0.63+post, stock flow scripts
make -C /OpenROAD-flow-scripts/flow DESIGN_CONFIG=/design/flow/config.mk WORK_HOME=/design/flow/orfs finish
### design/flow/config.mk
export PLATFORM = sky130hd
export DESIGN_NAME = likeALU
export DESIGN_NICKNAME = likeALU
export VERILOG_FILES = /design/flow/design.v
export SDC_FILE = /design/flow/constraint.sdc
export NUM_CORES = 4
export LEC_CHECK = 1
export CORE_AREA = 10 10 70 70
export DIE_AREA = 0 0 80 80
### design/flow/constraint.sdc
current_design likeALU

set clk_period 2.3
set clk_io_pct 0.2

create_clock -name clk0 -period $clk_period

set non_clock_inputs [all_inputs -no_clocks]
set_input_delay [expr $clk_period * $clk_io_pct] -clock clk0 $non_clock_inputs
set_output_delay [expr $clk_period * $clk_io_pct] -clock clk0 [all_outputs]
==> flow_metrics.tcl <==
# collected from the flow reports
set metrics [dict create \
    ir_worst_vdd_uv 41.6 \
    power_uw 100 \
    chipArea_mm2 0.00640 \
    synth_cells 43 \
    die_h_um 80 \
    setup_violations 3 \
    cellPowerDensity_mw_per_mm2 154 \
    flop-count 0 \
    io_buffers 17 \
    diodes 0 \
    finalCritPeriodShare_pct 120 \
    hpwl_um 859 \
    min_path_type "in2out" \
    routedWlPerCell_um 8.02 \
    grt_pass1_vias 385 \
    max_slew.worst_pin.slew_ps 295 \
    post_cts_buffers 0 \
    relSlewSlack_pct 80.3 \
    cts_hold_buf 0 \
    grt_start_max_net_pins 8 \
    grt_usage_pct 2.93 \
    path_class "in2out" \
    comb_area_um2 330 \
    rsz0062_at_grt "true" \
    min_period_ps 2770 \
    crit_arrival_ps 2310 \
    cap_violations 0 \
    n_fill_cell 392 \
    io_pins 17 \
    dp_cells 111 \
    grt_pass1_wl_mm 1.56 \
    placed_area_um2 658 \
    rows 21 \
    final_antenna_net_count 0 \
    final_cells 111 \
    layout-drive-gt1-share_pct 36.9 \
    die_w_um 80 \
    drc 0 \
    final_max_slew_viol_count 0 \
    clkbuf_count 0 \
    violations "negative setup slack" \
    synth_seq_share_pct 0 \
    cp.required_ps 1840 \
    hold_slack_ps 1390 \
    yosysChipArea_um2 382 \
    core_area_mm2 0.00342 \
    hold-path-endpoint "out[0]" \
    routabilityCongestion 0.704 \
    yosysUniqueCellTypes 12 \
    routed_wl_um 890 \
    min_path_cells 6 \
    finalHoldViolations 0 \
    fp_util_pct 11.2 \
    ys_cells 43 \
    vias 337 \
    synth.avg_cell_area_um2 8.87 \
    p_leak_uw 0.000329 \
    cp-start-kind "primary input" \
    min-delay-start "Inp_B[0]" \
    regArea_um2 0 \
    first_iter_violations 4 \
    area_growth_pct 70.5 \
    crit_fanout 2 \
    grt_overflow 0 \
    setup_slack_ps -465 \
    ys_warn_count 0 \
    warning_count 40 \
    viasPerCell 3.04 \
    antenna_found_initial 0 \
    timing.fmax_ghz 0.362 \
    firstDrtPassIters 2 \
    post-route-util_pct 19.0 \
    postLayoutCellArea_um2 651 \
    outcome "finished, violations left" \
    cp-end-kind "primary output" \
    netlist_area_um2 382 \
]
[layout by cell type (no fill, tap or decap)]
master           count
inv_2                4
buf_4                6
mux4_2               3
clkdlybuf4s15_1      1
dlymetal6s2s_1       1
buf_2                4
clkdlybuf4s50_1      6
inv_1               12
buf_8                1
nand2_1              2
nor3_1               1
xnor2_1              1
ha_1                 9
nor2b_1              1
clkdlybuf4s15_2      1
fa_2                 3
o21ai_0              1
dlygate4sd2_1        2
buf_6                1
a21oi_1              1
and2b_1              2
ha_4                 1
o21ai_1              1
[logic make-up (layout without fill, tap and decap cells)]
group | Yosys count | after routing | synth area share [%]
mux | 3 | 3 | 17.7
fa+ha+maj | 13 | 13 | 48.5
xor+xnor | 1 | 1 | 2.30
compound gates | 3 | 3 | 3.93
simple gates | 6 | 6 | 8.85
buf+inv | 17 | 39 | 18.7
[where the power goes]
group | internal (µW) | switching [µW] | total [µW]
clock network | 0 | 0 | 0
registers | 0 | 0 | 0
logic | 63.8 | 36.6 | 100
[routing by layer]
layer  track usage (%)  wire length, µm
met2              5.38              449
met1              3.64              391
met4                 0                0
met3             0.568               48
met5                 0                0
[worst max-delay path, stage by stage]
cell and delay [ps]:
buf_8 100, ha_4 150, fa_2 350, inv_2 60, fa_2 180, inv_2 40, fa_2 390, mux4_2 450
buf_2 130
[cell type report]
type                            instances  share of cell area [%]
Multi-Input combinational cell         26                    50.8
Timing Repair Buffer                   23                    31.2
Inverter                               16                    9.23
Tap cell                               46                    8.85
[how the worst max path moves through the flow]
stage     startpoint      to  slack, ps  cells after the start
4_1_cts     Inp_B[0]  out[3]       -520                      9
5_1_grt     Inp_B[0]  out[3]       -540                      9
6_report    Inp_B[0]  out[3]       -470                      9
[metrics by stage]
step,setup slack (ps),setup TNS [ps]
floorplan,-180,-228
global placement,-1260,-4110
detailed placement,-1280,-4270
CTS,-517,-1130
global route,-537,-1240
finish,-465,-992
[cell usage after synthesis, drive strengths merged]
cell type / count / area [µm²]
o21ai: 2 / 10.0
nor3: 1 / 5.00
buf: 1 / 11.3
xnor2: 1 / 8.76
nor2b: 1 / 6.26
a21oi: 1 / 5.00
nand2: 2 / 7.51
inv: 16 / 60.1
and2b: 2 / 15.0
fa: 3 / 60.1
mux4: 3 / 67.6
ha: 10 / 125
[repair_timing]
item	in CTS	in global routing
gates resized	36	3
endpoints found under the hold margin	0	0
setup endpoints to repair	5	5
pin swaps	4	3
Power figures rest on the tool's default switching activity, not on a simulated workload.
